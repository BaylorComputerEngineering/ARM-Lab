--- constraint.sdc ---
current_design register

set clk_period 1.0
set clk_io_pct 0.2

create_clock -name clk0 -period $clk_period [get_ports {clk}]

set non_clock_inputs [all_inputs -no_clocks]
set_input_delay [expr $clk_period * $clk_io_pct] -clock clk0 $non_clock_inputs
set_output_delay [expr $clk_period * $clk_io_pct] -clock clk0 [all_outputs]
--- design.v ---
`timescale 1ns / 1ps
module register(
    input clk,
    input reset,
    input  [64-1:0] D,
    output reg [64-1:0] Q
    );
    always @(posedge(clk),posedge(reset))begin
        if (reset==1'b1)
            Q<=64'b0;
        else
            Q <= D;
    end
endmodule
--- run.sh ---
#!/bin/bash
# OpenROAD 26Q1-2900-gdf79404cd8, Yosys 0.63+post, stock flow scripts
make -C /OpenROAD-flow-scripts/flow DESIGN_CONFIG=/design/flow/config.mk WORK_HOME=/design/flow/orfs finish
--- config.mk ---
export PLATFORM = sky130hd
export DESIGN_NAME = register
export DESIGN_NICKNAME = register
export VERILOG_FILES = /design/flow/design.v
export SDC_FILE = /design/flow/constraint.sdc
export NUM_CORES = 4
export LEC_CHECK = 1
export CORE_UTILIZATION = 30
==> impl_metrics.toml <==
# physical design summary
[sta]
relSlewSlack_pct = 90.3
worst_slew_pin_slew_ps = 145
final-hold-violation-count = 0
fin_crit_ps = 999
setup_viol = 0
fin_crit_sh_pct = 99.9
worst_slack_ps = 1.16
fin_setup_tns_ps = 0
rsz0062_at_grt = "true"
timing.fmax_ghz = 1.00
whs_ps = 308
drv_slew = 0

[setup_path]
cp_num_buf_inv = 1
endpoint_kind = "primary output"
cp_top_family = "flip-flops"
cp_slowest_cell = "dfrtp_1"
worstPathCellList = "buf_2"
criticalPathCategory = "flop to primary output"
crit_fanout = 1
cp.required_ps = 800
max_stage_delay_ps = 370
worstSetupStartpointType = "flop"
arrival_ps = 800

[placed_design]
pre_cts_slack_ps = 9.91
dpl.hpwl_mm = 2.61
port_buffers = 129
placedCellCount = 267
place_congestion = 0.696
dpl_cell_area_um2 = 3050

[flow_run]
drv_cap = 0
tool_warnings = 27

[cells_and_area]
final_cell_area_um2 = 2930
largestRegisters = "Q (64)"
final_cells = 282
area_delta_synth_final_pct = 82.7
logic_area_um2 = 0
largest_register_ffs = 64
finish.utilization_pct = 57.1
layout-drive-gt1-share_pct = 39.2
regMostFlops = "Q"
logic_gate_count = 0

[synthesis]
synth_cell_types = 2
synth.avg_cell_area_um2 = 24.7
ys_area_um2 = 1610
async_flop_share_pct = 100
top_cells_by_area = "dfrtp_1 (100%), inv_1 (0.23%)"
syn_area_um2 = 1610
numSynthFlops = 64
ys.flop_type = "dfrtp_1"
yosysCellCount = 65
common_cells = "dfrtp_1 (64), inv_1 (1)"
syn_inst = 65
edf_count = 0
synth_warnings = 1
top_area_share_pct = 99.8
synth.largest_area_cell = "dfrtp_1"
synthMostInstantiatedCell = "dfrtp_1"
ys_seq_share_pct = 99.8

[pwr]
switching_share_pct = 18.3
internal-power_mw = 4.38
fin_total_pwr_mw = 5.36
combPwrFrac_pct = 8.0
peakVddDrop_mv = 0.990
p_leak_nw = 1.39
seqPwrFrac_pct = 51.3
power.switching_mw = 0.981
powerDensity_nw_per_um2 = 1830
pwr-share-clk_pct = 40.7

[grt]
grt_max_degree = 25
grt_pass1_wl_mm = 5.13
grtUsageTotal_pct = 12.9
grt_pass1_vias = 1148
grt-ovfl-total = 0
antenna_found_initial = 0

[route]
drt-initial-drc-count = 10
ant_nets = 0
firstDrtPassIters = 3
viasPerCell = 3.91
wirelength_mm = 3.56
vias = 1102
wl_per_cell_um = 12.6
drc = 0
antenna_cells = 0

[floorplanning]
dieArea_um2 = 5650
die_w_um = 75.2
die_y_um = 75.2
initCoreUtil_pct = 31.2
fp-row-count = 26
coreArea_um2 = 5140
io_pins = 130

[cts]
cts_tree = "done"
clock_sinks = 64
clockRootBuffer = "clkbuf_8"
post_cts_buffers = 0
cts_buffers = 9
clockBufferDepth = 2
htreeDepth = 3
clkTransAtPathRegs_ps = 60

[worst_hold_path]
hp-class = "input port to asynchronous set/reset pin"

[outcome]
outcome = "complete, no violations"
[power by group through the flow]
stage	Clock, mW	Combinational [mW]	Sequential [mW]
after CTS	2.26	0.439	2.75
after global routing	2.39	0.473	2.76
final	2.18	0.426	2.75
[worst paths after layout]
path                       start     to  slack, ps  cells after the start
setup / recovery           Q[18]  Q[18]          1                      1
hold / removal             reset   Q[3]        310                      3
max in group asynchronous  reset  Q[18]        540                      3
min in group clk0          D[13]  Q[13]        310                      1
[metal layers]
layer | global-route usage (%) | part of all wire [%] | vias to the layer above
li1 | - | - | 484
met1 | 16.3 | 34 | 524
met2 | 20.6 | 47 | 83
met3 | 6.38 | 16 | 11
met4 | 3.50 | 3.0 | 0
met5 | 0 | 0 | -
[cells in the final DEF (no fill, tap or decap), drive strengths merged]
| master | instances |
|---|---|
| bufinv | 1 |
| clkbuf | 12 |
| dfrtp | 64 |
| clkinvlp | 1 |
| clkinv | 2 |
| buf | 67 |
| clkdlybuf4s50 | 65 |
[tightest hold or removal path, cell delays in order]
cell             delay, ps
clkdlybuf4s50_1        440
clkinvlp_4             160
buf_12                 170
[logic make-up after synthesis]
logic type	after synthesis	synth area share (%)
buf+inv	1	0.234
flops	64	99.8
[repair_timing]
| item | in CTS | in global routing |
|---|---|---|
| pin swaps | 0 | 0 |
| setup endpoints to repair | 64 | 64 |
| resized | 193 | 0 |
| hold buffers | 0 | 0 |
[cell type report]
type	instances	area, um^2
inverter	1	7.51
sequential	64	1600
fill	434	2210
tap	70	87.6
clock inverter	3	40.0
timing repair buffer	132	1030
clock buffer	12	165
Power and IR drop assume default switching activity.
